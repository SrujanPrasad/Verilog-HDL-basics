$ cat flow/constraint.sdc
current_design encoder83

set clk_period 1.4
set clk_io_pct 0.2

create_clock -name clk0 -period $clk_period

set non_clock_inputs [all_inputs -no_clocks]
set_input_delay [expr $clk_period * $clk_io_pct] -clock clk0 $non_clock_inputs
set_output_delay [expr $clk_period * $clk_io_pct] -clock clk0 [all_outputs]
$ cat flow/config.mk
export PLATFORM = sky130hd
export DESIGN_NAME = encoder83
export DESIGN_NICKNAME = encoder83
export VERILOG_FILES = /design/flow/design.v
export SDC_FILE = /design/flow/constraint.sdc
export NUM_CORES = 4
export LEC_CHECK = 1
export CORE_AREA = 10 10 70 70
export DIE_AREA = 0 0 80 80
$ cat flow/run.sh
#!/bin/bash
# OpenROAD 26Q1-2900-gdf79404cd8, Yosys 0.63+post, stock flow scripts
make -C /OpenROAD-flow-scripts/flow DESIGN_CONFIG=/design/flow/config.mk WORK_HOME=/design/flow/orfs finish
$ cat flow/design.v
module encoder83(input [7:0]I , output reg [2:0] out);
always @(*)
begin
case(I)
8'b00000001 : out =3'b000;
8'b00000010 : out =3'b001;
8'b00000100 : out =3'b010;
8'b00001000 : out =3'b011;
8'b00010000 : out =3'b100;
8'b00100000 : out =3'b101;
8'b01000000 : out =3'b110;
8'b10000000 : out =3'b111;
default: out=3'bxxx;
endcase
end
endmodule
==> results.ini <==
[run_status]
status=finished, violations left
violations=negative setup slack

[timing]
period_needed_ps=1430
fmax_mhz=701
rsz0062_at_grt=true
maxSlewViolCount=0
setup_ws_ps=-27.3
max-slew-margin-rel_pct=83.4
hold_viol=0
post-route-period-util_pct=102
setup_viol=1
worstMarginPinSlew_ps=248

[clock_network]
postCtsHoldBufs=0

[logic_synthesis]
synth.avg_cell_area_um2=7.57
yosysWarnings=1
syn-cell-area_um2=144
yosysTopAreaCell=nor4b_1
simple_gate_area_share_pct=67.8
yosysChipArea_um2=144
top_area_share_pct=36.5
ys_sh_xor_pct=12.2
postSynthCellCount=19
yosys.area_share.adder_pct=0
aoi_share_pct=16.5
synth_cell_types=11
ys_cells=19
mux_area_share_pct=0
top_logic_kind=simple AND/OR/NAND/NOR gates
synth_seq_share_pct=0
area_leaders=nor4b_1, a211oi_1, nor4b_2, nor2_1, o31a_1

[drt]
wl_per_cell_um=9.33
vias=245
drcViolationCount=0
viasPerCell=2.95
finalWirelength_um=774
ant_nets=0
drt-pass1-iter-count=1
drt_iter0_drc=0
diodes=0

[job]
warnings=34
drv_cap=0

[global_route]
grt_usage_pct=2.31
grt_remaining_overflow=0
grt_pass1_vias=262
antenna_found_initial=0
grt_max_degree=7
grt_pass1_wl_um=1220

[final_layout]
fill_cells=396
area_delta_synth_final_pct=235
n_clock_buffer=0
drive_gt1_share_pct=91.9
seq_area_um2=0
flops=0
post-route-util_pct=14.1

[worst_setup_path]
cp.arrival_ps=1150
worstSetupStartpointType=primary input
crit_path_end_kind=output port
cp.required_ps=1120
critPathKind=in2out
cp_max_fo=5

[die]
fp_util_pct=4.21
core_area_mm2=0.00342
ios=11
die_y_um=80
die_x_um=80
rows=21
die_area_mm2=0.00640

[pwr]
vdd_drop_max_v=0.0000890
leakage_nw=0.166
p_per_area_mw_per_mm2=233

[placement]
dpl_worst_slack_ps=-918
io_buffers=11
gp_congestion=0.821
hpwl_um=578

[worst_hold_path]
hold_path.class=in2out

-- logic make-up (layout without fill, tap and decap cells) --
logic type                after synthesis  in the layout
and+or+nand+nor                        13             13
xor gates and xnor gates                2              2
AOI/OAI and AO/OA                       3              3
buffers and inverters                   1             19
-- area by class of cell --
| cell class | instances | area [µm²] | area share (%) |
|---|---|---|---|
| repair buffers | 19 | 176 | 36.6 |
| multi-input cells | 18 | 248 | 51.4 |
| well taps | 46 | 57.6 | 11.9 |
-- worst paths after layout --
check  from      to  slack (ps)  cells past startpoint
max    I[6]  out[1]         -30                      5
min    I[0]  out[2]         900                      4
-- report_power, final --
part	internal (mW)	switching [mW]	total [mW]
Combinational	0.0648	0.0476	0.112
Sequential	0	0	0
Clock	0	0	0
Total	0.0648	0.0476	0.112
-- metrics by stage --
step,instances,setup TNS (ps),hold slack (ps),cell area [µm²],power (mW)
global route,83,-182,924,482,0.119
CTS,82,-119,912,445,0.0993
detailed placement,80,-2570,1600,344,0.0696
finish,83,-27.3,903,482,0.112
global placement,80,-2450,1600,344,0.0673
floorplan,19,0,573,144,0.0221
-- synthesized netlist by cell type --
library cell	n
or4_1	1
xor2_1	1
nor4b_1	6
o31a_1	1
nor2_1	3
nor3_1	1
xnor2_1	1
nor4b_2	1
a211oi_1	2
nor4_1	1
buf_2	1
-- layout by cell type (no fill, tap or decap) --
| master | instances |
|---|---|
| a211oi_2 | 2 |
| nor4b_4 | 3 |
| xor2_2 | 1 |
| nor2_4 | 1 |
| buf_6 | 1 |
| clkdlybuf4s15_2 | 2 |
| xnor2_2 | 1 |
| nor4_2 | 1 |
| o31a_1 | 1 |
| nor2_1 | 1 |
| buf_2 | 6 |
| nor3_1 | 1 |
| buf_4 | 7 |
| nor4b_2 | 4 |
| nor2_2 | 1 |
| or4_4 | 1 |
| buf_12 | 3 |
-- worst max-delay path, cell delays in order --
cell,delay (ps)
buf_12,110
nor4b_4,280
a211oi_2,60
nor4b_2,270
buf_2,140
-- layer usage --
metal / share of wire, % / GRT usage (%) / vias to the layer above
met1: 57 / 3.63 / 120
met4: 0 / 0 / 0
met2: 36 / 3.21 / 9
li1: - / - / 116
met3: 6.5 / 0.568 / 0
met5: 0 / 0 / -
-- what timing repair did --
item | CTS | global route
resized | 66 | 5
pin swaps | 10 | 5
buffers inserted | 2 | 1
setup endpoints to repair | 3 | 3
Power is estimated from default activity; no workload was simulated.
