===== run.sh =====
#!/bin/bash
# OpenROAD 26Q1-2900-gdf79404cd8, Yosys 0.63+post, stock flow scripts
make -C /OpenROAD-flow-scripts/flow DESIGN_CONFIG=/design/flow/config.mk WORK_HOME=/design/flow/orfs finish

===== constraint.sdc =====
current_design priority_enc

set clk_period 1.0
set clk_io_pct 0.2

create_clock -name clk0 -period $clk_period

set non_clock_inputs [all_inputs -no_clocks]
set_input_delay [expr $clk_period * $clk_io_pct] -clock clk0 $non_clock_inputs
set_output_delay [expr $clk_period * $clk_io_pct] -clock clk0 [all_outputs]

===== config.mk =====
export PLATFORM = sky130hd
export DESIGN_NAME = priority_enc
export DESIGN_NICKNAME = priority_enc
export VERILOG_FILES = /design/flow/design.v
export SDC_FILE = /design/flow/constraint.sdc
export NUM_CORES = 4
export LEC_CHECK = 1
export CORE_AREA = 10 10 70 70
export DIE_AREA = 0 0 80 80

===== design.v =====
module priority_enc(input [7:0]I , output reg [2:0] out);
always @(*)
begin
if(I[7]==1) begin
out=3'b111;
end
else if(I[6]==1) begin
out=3'b110;
end
else if(I[5]==1) begin
out=3'b101;
end
else if(I[4]==1) begin
out=3'b100;
end
else if(I[3]==1) begin
out=3'b011;
end
else if(I[2]==1) begin
out=3'b010;
end
else if(I[1]==1) begin
out=3'b001;
end
else if(I[0]==1) begin
out=3'b000;
end
else begin
out=3'bxxx;
end
end
endmodule

==> results_slide.txt <==
Synthesis and Place & Route Summary

Run status
  – Run status: complete, no violations

Floorplanning
  – Core area: between 3000 and 4000 um2
  – Chip Height: ~80 um
  – I/O pin count: 11
  – Row count: 21
  – Die span in x: about 80 um
  – Die area: ~6400 um2
  – Pre-Place Util: around 1.3%

Power
  – Part of the power in combinational logic: about 100%
  – Leakage: 0.00006506 uW
  – Switch share: approximately 39%
  – Switching component of the power: ~16 uW
  – Total power: between 40 and 50 uW
  – Flop pwr share: 0%
  – Power Density: 227.2 nW/um2
  – Clk pwr share: 0%
  – Internal power: 25.82 uW
  – Max VDD drop: approximately 0.022 mV

Synthesis
  – Ys Warns: 1
  – Syn Inst Count: 10
  – Yosys cell types: 7
  – Top cell type by total area after synthesis: a21oi_1
  – Synth cell count leaders: a21oi_1 (2), nand2_1 (2), nor2_1 (2)
  – Post-synth top area share: ~22%
  – Syn Std Cell Area: approximately 45 um2
  – Synth top area cells: a21oi_1 (22%), nand2_1 (17%), nor2_1 (17%)
  – Yosys cell count: 10
  – Register area share after synthesis: 0%
  – Post-Syn Area per Cell: about 4.5 um2
  – Post-synth area from yosys stat: between 40 and 50 um2

Global routing
  – All-Layer GR Usage: less than 1%
  – First-pass GRT wire length: roughly 390 um
  – Vias in the first global route: around 95
  – Grt ovf: 0
  – Largest net degree at the start of global routing: 4
  – Initial antenna violation count: 0

Layout
  – FF/Latch Area: 0 um2
  – Fin cells: approximately 67
  – MI comb area: approximately 43 um2
  – Clock buf count: 0
  – FILL cells: roughly 410
  – Area growth syn-to-layout: 311.1%
  – Fraction of layout cells with a size suffix above 1: a little over two fifths
  – Number of flip-flops and latches: 0

Detailed routing
  – WL per Instance: roughly 4.3 um
  – DRT Pass-1 Iters: 1
  – M1 WL: approximately 160 um
  – Total Wirelength: 290 um
  – Highest routed layer: met3
  – Met3 WL post-DR: 72 um
  – Iter 0 DRT Violations: 0
  – Antenna diodes: 0
  – Remaining DRCs: 0
  – Antenna Nets Post-Route: 0
  – Vias: 107
  – Via/cell ratio: 1.597
  – WL met2: 54 um

Critical path
  – Delay-heaviest family, CP: buffers and inverters
  – Crit Path Max Fanout: 2
  – Max stage delay cell, worst path: clkdlybuf4s15_1
  – Arrival time worst endpoint: around 740 ps
  – Setup crit end kind: primary output
  – Critical Path Start Type: primary input
  – Crit path buf inv count: 2
  – CP required: ~800 ps
  – Cells along the critical path: clkdlybuf4s15_1 -> a21oi_1 -> o31ai_1 -> buf_2
  – Critical Path Max Stage Delay: roughly 180 ps
  – Crit path kind: primary input to primary output

Run
  – Max-cap violations: 0
  – Count of tool warnings: 34

Final timing
  – Rel. slew slack: 87.73%
  – RSZ-0062 raised after global routing: yes
  – Final Cycle Share: between 90% and 100%
  – Worst Tran Pin Value: 182.5 ps
  – Endpoints failing hold: 0
  – Fmax: 1.064 GHz
  – Final setup fails: 0
  – Fin crit period: 940.1 ps
  – Final Slew Violations: 0

CTS
  – Hold Buf Count CTS: 0

Place
  – Port buffer count: 10
  – Post-Place Cells: approximately 66
  – GPL Wtd Cong: 0.8101

Worst hold path
  – Worst min path class: primary input to primary output
## layout by cell type (no fill, tap or decap)
cell,instances
nor2_2,2
buf_4,1
clkinv_1,1
buf_2,6
o21ai_1,1
inv_1,1
o31ai_1,1
a21oi_1,2
nand2_1,2
clkdlybuf4s15_1,4
## repair_timing
item                                    CTS  global route
gates cloned                              0             0
pin swaps                                 7             4
endpoints found under the setup margin    3             3
buffers inserted                          1             0
gates resized                            32             2
## routing by layer
layer / up-vias / GRT usage, %
met4: 0 / 0
met5: - / 0
met3: 0 / 0.5682
met1: 42 / 1.121
li1: 55 / -
met2: 10 / 0.7223
## path summary, 6_finish.rpt
| path | from | end | slack (ps) | depth (start not counted) |
|---|---|---|---|---|
| setup / recovery | I[3] | out[0] | 60 | 4 |
| hold / removal | I[4] | out[0] | 670 | 3 |
## per-stage QoR
stage	hold slack, ps	TNS, ps	cell area [um2]	setup slack (ps)	util, %
2_1_floorplan	433.9	0	45.04	371.9	-
3_3_place_gp	1366	-1670	202.7	-614.7	5.934
3_5_place_dp	1359	-1699	202.7	-619.5	5.934
4_1_cts	660.3	0	190.2	0.8005	5.568
5_1_grt	695.3	-17.07	185.2	-17.07	5.421
6_report	669.0	0	185.2	59.85	5.421
## final cells by class
type | count | area share [%]
Multi-Input combinational cell | 8 | 22.97
Inverter | 2 | 4.054
Tap cell | 46 | 31.08
Timing Repair Buffer | 11 | 41.89
## power by group through the flow
stage / combinational [uW] / sequential [uW] / clock, uW
final: 42.1 / 0 / 0
after global routing: 47.5 / 0 / 0
after CTS: 43.6 / 0 / 0
## cell families (layout without fill, tap and decap cells)
logic type / Yosys count / count (layout) / share of synthesized area, %
buffers and inverters: 2 / 13 / 16.65
and+or+nand+nor: 4 / 4 / 33.35
AOI/OAI and AO/OA: 4 / 4 / 50.00
Power figures rest on the tool's default switching activity, not on a simulated workload.
