### ./run.sh
#!/bin/bash
# OpenROAD 26Q1-2900-gdf79404cd8, Yosys 0.63+post, stock flow scripts
make -C /OpenROAD-flow-scripts/flow DESIGN_CONFIG=/design/flow/config.mk WORK_HOME=/design/flow/orfs finish
### ./config.mk
export PLATFORM = sky130hd
export DESIGN_NAME = demux14
export DESIGN_NICKNAME = demux14
export VERILOG_FILES = /design/flow/design.v
export SDC_FILE = /design/flow/constraint.sdc
export NUM_CORES = 4
export LEC_CHECK = 1
export CORE_AREA = 10 10 70 70
export DIE_AREA = 0 0 80 80
### ./constraint.sdc
current_design demux14

set clk_period 1.0
set clk_io_pct 0.2

create_clock -name clk0 -period $clk_period

set non_clock_inputs [all_inputs -no_clocks]
set_input_delay [expr $clk_period * $clk_io_pct] -clock clk0 $non_clock_inputs
set_output_delay [expr $clk_period * $clk_io_pct] -clock clk0 [all_outputs]
### ./design.v
module demux14 (input [3:0]a,
		input s1,s0,
		output reg [3:0]i0,i1,i2,i3);
always @(*)
begin
case ({s1,s0})
2'b00 : begin
	   i0=a;
	   i1=0;
	   i2=0;
	   i3=0;
	end
2'b01 : begin
	   i0=0;
	   i1=a;
	   i2=0;
	   i3=0;
	end
2'b10 : begin
	   i0=0;
	   i1=0;
	   i2=a;
	   i3=0;
	end
2'b11 : begin
	   i0=0;
	   i1=0;
	   i2=0;
	   i3=a;
	end
default: begin
	   i0=1'bx;
	   i1=1'bx;
	   i2=1'bx;
	   i3=1'bx;
	 end
endcase
end
endmodule
==> notes.md <==
run results: status=complete, but fails checks, violated checks=negative setup slack, Hold Crit Endpoint=i3[1], TNS Setup=-0.250 ns, Yosys Instances=18, Fin. Hold Viols=0, cts hold-fix bufs=0, gpl congestion=about 0.71, pwr dens=between 300 and 400 mW/mm2, endpoints failing setup=9, Routed WL=roughly 1000 um, min-delay worst type=in2out, overall power=around 170 uW, Top cell area share=0.387, pin count of the biggest net entering global routing=6, max-slew violations=0, Syn Std Cell Area=155 um2, Seq/Total Area, Yosys=0, Worst EP required=~0.80 ns, Yosys top cell by instances=and3b_2, tool warnings=34, first-pass GRT wire length=approximately 1500 um, number of buffers added on ports=22, FF/Latch Area=0 um2, Via Count=a little under 300, IO Pins=22, fp_density=0.0454, Slew headroom=0.920, unrepaired setup endpoints after global routing=true, VDD IR max=about 0.12 mV, diodes inserted=0, Worst-Margin Slew=~0.12 ns, YS warnings=1, distinct lib cells=5, Cells on Worst Hold Path=3, Lkg Pwr=a little under 0.0003 uW, Tcrit/Tclk final=1.08, worst setup path category=in2out, YS chip area=155 um2, critical path startpoint category=input pin, Die Ht=80 um, fill count=about 390, area grow syn2layout=256%, Worst setup EP type=output pin, Avg Inst Size Synth=8.62 um2, clk_buf instances=0, Die X-Extent=around 80 um, Synth area leader=and3b_2, Antenna Violating Nets Remaining=0, CP max FO=4, 1st-pass router iterations=1, Top area cell types=and3b_2 (39%), nor3b_1 (19%), and3_1 (16%), buf_6 (15%), and3b_1 (11%), dpl ws=-0.734 ns, DR vias/cell=2.93, Detail Placement HPWL=roughly 700 um, initial antenna violation count=0, fin crit period=1.08 ns, worst hold path startpoint=a[1], DRC viols=0, max-cap check violation count=0, GRT overflow=0, die footprint=between 0.006 and 0.007 mm2, Tot GR Track Use=0.0289, Fmax=about 0.92 GHz, commonest cells in the netlist=and3b_2 (6), and3_1 (4), nor3b_1 (4), vias in the first global route=301, Cells after Synth=18, layout cell share with drive strength beyond 1=0.944, Iter 0 DRT Violations=0, seq_cells=0, row count=21, Worst EP arrival=0.88 ns, Final WS setup=-0.0819 ns, Core Area=~0.0034 mm2, WL/cell=about 10 um
-- per-layer routing --
layer,global-route usage,share of wire,vias up
li1,-,-,143
met1,0.0402,0.49,130
met2,0.0345,0.29,20
met3,0.0239,0.22,0
met4,0,0,0
met5,0,0,-
-- cell families (layout without fill, tap and decap cells) --
kind of cell	after synthesis	count (layout)	share of synthesized area
buffers and inverters	2	38	0.145
AND/OR/NAND/NOR	16	16	0.855
-- report_power, final --
part           switching (uW)  internal [uW]
Sequential                  0              0
Clock                       0              0
Combinational            52.1            119
-- layout by cell type (no fill, tap or decap) --
cell type	instances
buf_4	3
nor3b_2	4
and3b_1	2
and3_1	1
and3_4	3
buf_2	15
clkdlybuf4s15_2	3
buf_8	1
and3b_2	6
buf_6	16
-- area by class of cell --
| class | instances | area [um2] | share of cell area |
|---|---|---|---|
| Timing Repair Buffer | 38 | 327 | 0.592 |
| Multi-Input combinational cell | 16 | 168 | 0.304 |
| Tap cell | 46 | 57.6 | 0.104 |
-- worst max-delay path by stage --
stage,cells past startpoint,endpoint,startpoint
after CTS,6,i0[2],s1
after global routing,6,i0[2],s1
final,6,i0[2],s1
-- what timing repair did --
action,CTS,global route
pin swaps,4,5
cloned,1,0
endpoints found under the setup margin,16,16
buffers inserted,10,1
gates resized,91,6
-- per-stage QoR --
stage               std cells  hold WS (ns)  cell area, um2  utilization
finish                    100         0.742             552        0.162
detailed placement         88          1.40             440        0.129
floorplan                  18         0.489             155            -
global route              100         0.777             552        0.162
CTS                        99         0.739             514        0.151
global placement           88          1.40             440        0.129
-- worst max-delay path, cell delays in order --
cell and delay [ns]:
buf_6 0.10, buf_6 0.11, buf_6 0.11, buf_6 0.10
nor3b_2 0.14, buf_2 0.12
Power and IR drop assume default switching activity.
